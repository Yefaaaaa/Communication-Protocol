==> flow/design.v <==
`timescale 1ns /1ps
module I2C(
         clk,
         reset,
         i2c_sda,
         i2c_scl,       
);
input wire clk;
input wire reset;
output reg i2c_sda;
output wire i2c_scl;
localparam STATE_IDLE = 0;
localparam STATE_START =1;
localparam STATE_ADDR = 2;
localparam STATE_RW = 3; 
localparam STATE_WACK = 4;
localparam STATE_DATA = 5;
localparam STATE_STOP =6;
localparam STATE_WACK2 =7;
reg [7:0] state;
reg [6:0] addr;
reg [7:0] count;
reg [7:0] data;
reg i2c_scl_enable = 0;
assign i2c_scl = (i2c_scl_enable ==0) ? 1: ~clk;
always @(posedge clk) begin
  if (reset == 1)begin
      state <= 0;
      i2c_sda <= 1;
      addr <= 7'h50;
      count <= 8'd0;
      data <= 8'haa;   
  end else begin
     case(state)
      STATE_IDLE: begin   
        i2c_sda <= 1;
        state <= STATE_START;
      end
      STATE_START : begin   
        i2c_sda <= 0 ;
        state <= STATE_ADDR;
        count <= 6;  
      end
      STATE_ADDR: begin     
        i2c_sda <= addr[count];
        if (count == 0) state <=STATE_RW;
        else count <= count -1;
      end
      STATE_RW: begin    
        i2c_sda <= 1;
        state <= STATE_WACK;
      end
      STATE_WACK: begin    
        state <= STATE_DATA;
        count <= 7;
      end
      STATE_DATA: begin
        i2c_sda <= data[count];
        if (count == 0) state <=STATE_WACK2;
        else count <= count -1;
      end
      STATE_WACK2: begin     
        state <= STATE_STOP;  
      end
      STATE_STOP: begin
        i2c_sda <= 1;
        state <= STATE_IDLE;
      end     
  endcase
  end
end 
always @ (negedge clk)begin
  if(reset == 1)begin
    i2c_scl_enable <= 0;
  end else begin
    if ((state == STATE_IDLE) || (state == STATE_START) || (state == STATE_STOP))begin
      i2c_scl_enable <= 0;
    end else begin
      i2c_scl_enable <= 1;  
    end 
  end  
end
endmodule
==> flow/run.sh <==
#!/bin/bash
# OpenROAD 26Q1-2900-gdf79404cd8, Yosys 0.63+post, stock flow scripts
make -C /OpenROAD-flow-scripts/flow DESIGN_CONFIG=/design/flow/config.mk WORK_HOME=/design/flow/orfs finish
==> flow/config.mk <==
export PLATFORM = sky130hd
export DESIGN_NAME = I2C
export DESIGN_NICKNAME = I2C
export VERILOG_FILES = /design/flow/design.v
export SDC_FILE = /design/flow/constraint.sdc
export NUM_CORES = 4
export LEC_CHECK = 1
export CORE_AREA = 10 10 74 74
export DIE_AREA = 0 0 84 84
==> flow/constraint.sdc <==
current_design I2C

set clk_period 3.2
set clk_io_pct 0.2

create_clock -name clk0 -period $clk_period [get_ports {clk}]

set non_clock_inputs [all_inputs -no_clocks]
set_input_delay [expr $clk_period * $clk_io_pct] -clock clk0 $non_clock_inputs
set_output_delay [expr $clk_period * $clk_io_pct] -clock clk0 [all_outputs]
==> writeup.txt <==
Per the GRT log, the top usage layer is met2. The peak fanout along the critical path is 1, and the remaining global-route overflow is 0. The via density per instance came out at 4.66. The power density of the placed cells is 682 mW/mm^2. The count of cells along the worst hold path came out at 1.

The violation tally recorded at the end of detailed-routing iteration 0 is 72. Synthesis handed over a netlist of 93 instances. With the register-to-register setup slack at 890 ps, the transition at the pin with the smallest max-transition slack is 603 ps. The maximum clock skew at final layout was 75.0 ps; the number of different library cells in the post-synthesis netlist was 34. The netlist area before placement is 831 sq um.

The launch point of the worst register-to-register path is recorded as state[3]. The tools report the combined global-route utilization of all metal layers as 4.41%. The tools report the first-pass iteration count of the detailed router as 4. The post-synthesis to final-layout area growth is 20.6%, and the DRC violations left is 0.

Endpoint kind of the worst setup timing path: an output pin. The later pin in the worst-skew pair is clocked with a latency of 430 ps. The run gives 3 for the count of input and output buffers. The run gives 0.00100 sq mm as the final non-filler cell area.

Routing resource usage on met3 recorded by global route was 1.77%. Yosys reported a register bit count of 18. In the Yosys report the total cell count is 93. VDD sags by at most 0.146 mV.

With the effective utilization at floorplan at 20.9%, the required time of the critical path is 2560 ps. The worst setup path is launched from a register. Tool warning count: 27. For the worst setup path, the data arrival time is 2470 ps. Per the detail_route report, the via count comes to 703. The run gives 2.76 mm for the first-pass GRT wire length.

For this design the top-level I/O count stands at 4. Setup repair after global routing left no endpoint under its margin. The tools report the end of the worst register-to-register path as i2c_scl_enable. The number of cells on the worst reg-to-reg path works out to 2.

The summed standard-cell area reported by yosys is 831 sq um. The number of warnings printed during yosys synthesis was 1; the share of cells above drive strength 1 was 16.8%. The routed design shows a wire length per standard cell of 11.2 um. In this run the remaining antenna-violating nets after routing total 0.

The initial antenna violation count is 0, and the total die size is 0.00706 sq mm. Per the run summary, max-cap violations total 0. The run gives 0 as the hold buffer count at cts. In the global route stage, met1 resource usage came out at 5.39%. After clock tree synthesis, the clock-pin slew on the worst setup and hold paths is 70 ps. For the worst-case hold slack, the log shows 440 ps. The logs give 0.000683 W for the post-layout total power and 1.69 mm for the wire length after detailed routing. Sequential cells were found to cover 43.4% of the synthesized design area. Die height: 84 um.

The via count of the first global-routing pass came out at 663. The run finished with clean final reports. Following the worst setup path forward leads to its endpoint at i2c_scl. The placement summary gives the final routability congestion estimate as 0.818. According to the dpl log, the detail-placed design has an HPWL of 1.18 mm.

Row generation in the floorplan step produced 23 rows. The final timing report lists a max-slew violation count of 0. Setup violations remaining at the end of the flow were counted as 0. For reference, the most critical setup path is categorized as reg -> out. The power report puts the leakage power at 0.382 nW. Relative max-transition margin: 59.5%. TritonCTS built the clock tree. The class of the most critical hold timing path was reg -> reg. Endpoints failing hold in the final report were tallied at 0. Once placement finished, the instance area stood at 911 sq um.

The floorplan die width was 84 um. The source of the critical timing path was i2c_scl_enable. In this run the post-CTS setup repair buffer count came out at 0. The largest net degree at the start of global routing was 14; the core region area was 0.00397 sq mm. The global routing report lists met2 layer usage as 6.48%. The number of antenna cells inserted is 0. Each instance of the synthesized netlist takes up on average 8.93 sq um.
-- registers in the layout, summed over array words and instances (netlist names) --
signal / cells
i2c_scl_enable: 1
count: 8
state: 8
i2c_sda: 1
-- power breakdown --
part	switching [W]	internal [W]
logic	0.0000710	0.0000549
registers	0.0000273	0.000244
clock network	0.0000938	0.000192
total	0.000192	0.000491
-- layout make-up --
type,count,area [sq um]
clock buffer,8,101
clock inverter,1,3.75
fill,417,2970
inverter,2,7.51
multi-input combinational,69,439
sequential,18,360
tap,50,62.6
timing repair buffer,3,27.5
-- through the flow --
step	utilization, %	cells	setup WS, ps	setup TNS (ps)
after floorplan	-	93	485	0
after global placement	22.9	144	40.3	0
after detailed placement	22.9	144	-5.32	-5.32
after CTS	25.2	151	66.1	0
after global routing	25.2	151	34.1	0
final	25.2	151	85.6	0
-- layer usage --
metal / vias to the layer above / part of all wire, %
li1: 362 / -
met1: 324 / 52
met2: 12 / 41
met3: 5 / 3.6
met4: 0 / 3.2
met5: - / 0
-- cells in the final DEF (no fill, tap or decap), types with 3 or more instances in the layout --
cell type,n
sky130_fd_sc_hd__nand2_1,6
sky130_fd_sc_hd__nor2_1,11
sky130_fd_sc_hd__nor2b_1,3
sky130_fd_sc_hd__o21ai_0,3
sky130_fd_sc_hd__nand3_1,4
sky130_fd_sc_hd__nor3_1,6
sky130_fd_sc_hd__clkbuf_8,7
sky130_fd_sc_hd__a21oi_1,7
sky130_fd_sc_hd__dfxtp_1,18
sky130_fd_sc_hd__inv_1,3
-- cells in the mapped netlist, drive strengths merged --
cell type	number	area [sq um]
nor3b	2	15.0
nor3	6	30.0
clkbuf	1	3.75
o311a	1	10.0
a31oi	2	12.5
nand3	4	20.0
inv	3	11.3
a41o	1	10.0
and4b	1	13.8
o21ai	3	15.0
a311oi	2	17.5
nor4	2	27.5
nor4b	1	8.76
nand2	6	22.5
a21oi	7	35.0
nand4b	1	8.76
or2	2	12.5
a21o	2	16.3
dfxtp	18	360
or3	2	13.8
or4	3	23.8
nor2b	3	18.8
o31ai	1	7.51
o211ai	2	15.0
buf	2	16.3
nor2	12	52.6
nand3b	1	7.51
ha	2	25.0
-- critical path: stages, from the launching register on --
cell                      delay, ps
sky130_fd_sc_hd__dfxtp_1        290
sky130_fd_sc_hd__nand2_1         40
sky130_fd_sc_hd__buf_2          110
-- cells by family after synthesis --
kind of cell / synth area share (%)
flops: 43.4
simple gates: 33.1
compound gates: 16.7
buf+inv: 3.76
fa+ha+maj: 3.01
-- repair_timing --
item                                   CTS  global route
setup endpoints to repair                2             0
gates resized                            4             0
endpoints found under the hold margin    0             0
-- worst min path at each step --
stage                 startpoint       end  slack, ps
final                   state[3]  state[0]        440
after CTS               state[3]  state[0]        440
after global routing    state[7]  state[3]        450
No activity file was given, so power comes from the tool's default toggle rates.
